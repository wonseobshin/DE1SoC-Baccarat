[/design/flow/config.mk]
export PLATFORM = sky130hd
export DESIGN_NAME = dealcard
export DESIGN_NICKNAME = dealcard
export VERILOG_FILES = /design/flow/design.v
export SDC_FILE = /design/flow/constraint.sdc
export NUM_CORES = 4
export LEC_CHECK = 1
export CORE_AREA = 10 10 70 70
export DIE_AREA = 0 0 80 80
[/design/flow/constraint.sdc]
current_design dealcard

set clk_period 2.0
set clk_io_pct 0.2

create_clock -name clk0 -period $clk_period [get_ports {clock}]

set non_clock_inputs [all_inputs -no_clocks]
set_input_delay [expr $clk_period * $clk_io_pct] -clock clk0 $non_clock_inputs
set_output_delay [expr $clk_period * $clk_io_pct] -clock clk0 [all_outputs]
[/design/flow/design.v]
module dealcard(input clock, input resetb, output [3:0] new_card);
reg [3:0] dealer_card;
always_ff @(posedge clock, negedge resetb)
  if (resetb == 0)
     dealer_card <= 1;  
  else
     if (dealer_card == 13)
	     dealer_card = 1;
	  else 
	     dealer_card++;
assign new_card = dealer_card;
endmodule
[/design/flow/run.sh]
#!/bin/bash
# OpenROAD 26Q1-2900-gdf79404cd8, Yosys 0.63+post, stock flow scripts
make -C /OpenROAD-flow-scripts/flow DESIGN_CONFIG=/design/flow/config.mk WORK_HOME=/design/flow/orfs finish
==> Table 3: Implementation characteristics <==
Physical implementation characteristics

Parameter                              Value

Critical path
  Worst Setup SP .................. dealer_card[0]$_DFF_PN1_
  Crit path launch type .................. flip-flop
  Master of the slowest instance on the critical path .................. sky130_fd_sc_hd__dfstp_2
  Critical path start-end classification .................. flip-flop to output port
  Largest fanout of any net on the critical path .................. 6
  Series of cell instances along the critical path .................. clkdlybuf4s50_1
  Critical Path Sink Type .................. output port
  Kind of cell with the highest combined delay on the critical path .................. flip-flops
  Delay of the slowest cell on the worst path .................. 0.57 ns
  Data required, critical path .................. 1.60 ns
  Number of buffers and inverters on the critical path .................. 1
  Arr. time, crit path .................. 1.28 ns
  Startpoint of the worst register-to-register path .................. dealer_card[0]$_DFF_PN1_

Place
  Total cell area at the placement stage .................. 276.5 µm²
  IO buf count .................. 5
  Sum of net half-perimeters after detailed placement .................. 353 µm
  Routability congestion estimate from global placement .................. 0.6647

Final timing
  Transition time at the pin with the least slew margin .................. 0.1998 ns
  Fin Setup TNS .................. 0 ns
  Total of endpoints with negative setup slack in the final report .................. 0
  Max Clk Rate .................. 595.6 MHz
  Number of pins exceeding their max-slew limit in the final report .................. 0
  Share of the clock period used by the worst path .................. 83.95%
  Max transition margin .................. 86.68%
  Final setup skew .................. 0.008468 ns
  Final Hold Violation Tally .................. 0
  Shortest period the worst path allows .................. 1.679 ns
  Setup repair after global routing missed its margin .................. false

Power
  Switching portion of total power .................. 18.82%
  IR Drop Worst-Case VDD .................. 0.2856 mV
  Combinational group share of total power .................. 1.6%
  Clock power share .................. 56.6%
  Internal power of the cells .................. 0.1581 mW
  Reg power frac .................. 41.8%
  Total power density per cell area .................. 643.3 nW/µm²
  Total leakage power .................. 0.1001 nW
  Reported net switching power .................. 0.03667 mW

Finish
  Syn-to-layout area delta .................. 79.26%
  Largest registers ranked by flip-flop count .................. dealer_card: 4 flops
  Multi-input logic area .................. 67.56 µm²
  Register cell area after layout .................. 101.3 µm²
  Filler Cell Count .................. 403
  Register name with the most flops .................. dealer_card
  Max reg flops .................. 4
  Post-route design area .................. 302.8 µm²
  Proportion of layout cells with a drive suffix above 1 .................. 26.09%

Routing
  Detailed-route vias per instance .................. 2.101
  Post-DRT Antenna Nets .................. 0
  Wire length after detailed routing .................. 448 µm
  First drt pass iteration count .................. 2
  Number of vias in the routed layout .................. 145
  Post-detailed-route wirelength per cell .................. 6.493 µm
  Violation count after the first detailed-route iteration .................. 3
  Total DRC errors in the routed layout .................. 0
  Number of diodes .................. 0

Synthesis
  Average instance area after synthesis .................. 12.07 µm²
  Cell count listed in synth_stat.txt .................. 14
  Post-synthesis register bit count .................. 4
  Mapped Cells .................. 14
  Portion of the post-synthesis area used by sequential elements .................. 60.00%
  Cell type contributing the most total cell area after synthesis .................. sky130_fd_sc_hd__dfrtp_1
  Post-synth design cell area .................. 168.9 µm²
  Portion of synthesized cell area occupied by the leading cell type .................. 44.44%
  Yosys Chip Area .................. 168.9 µm²
  Count of yosys warnings during synthesis .................. 1
  Distinct lib cells .................. 9
  Top cells by area, synth .................. sky130_fd_sc_hd__dfrtp_1, sky130_fd_sc_hd__dfstp_2, sky130_fd_sc_hd__nor2b_1, sky130_fd_sc_hd__mux2_1, sky130_fd_sc_hd__mux2_2

Global route
  Sum of overflow across all layers after global routing .................. 0
  Initial antenna violation count .................. 0
  GRT Resource Usage Total .................. 1.693%
  Via count of the first global-routing pass .................. 170
  Global-route wire length before repair .................. 786 µm
  Largest net degree at the start of global routing .................. 8

Die
  Area of the chip .................. 6400 µm²
  Vert. Die Dim .................. 80 µm
  Area of the core .................. 3416 µm²
  Top-level port count .................. 6
  Chip Width .................. 80 µm
  Effective utilization at floorplan .................. 4.945%
  Number of rows created at floorplan .................. 21

Clock tree
  Clock tree root buffer cell .................. sky130_fd_sc_hd__clkbuf_4
  Number of cells upsized or downsized after cts .................. 0
  Post-CTS clock slew at the launch and capture registers of the worst setup and hold paths .................. 0.04 ns
  TritonCTS clock tree .................. yes
  H-tree level count .................. 1
  Latency at later pin .................. 0.24 ns
  Max Root-Sink Buffers .................. 2
  Clock sink count .................. 4
  Num CTS Buffers .................. 3
  Number of buffers inserted by hold repair at cts .................. 0
  Setup fix buffers added after clock tree synthesis .................. 0

Run status
  Result of the run .................. complete, no violations

Run
  Number of warnings the tools reported .................. 25
  MaxCap Viol Count .................. 0

Hold path
  Worst min-delay path category .................. input port to asynchronous set/reset pin
## final cells by class
class                      count  area share [%]
sequential                     4           33.47
multi-input combinational     10           22.31
tap                           46           19.01
timing repair buffer           5           16.53
clock buffer                   4           8.678
## logic make-up (layout without fill, tap and decap cells)
family	count (synthesis)	count (layout)	synth area share, %
buf+inv	0	9	0
compound gates	4	4	14.81
simple gates	4	4	11.85
flops	4	4	60.00
mux	2	2	13.33
## final timing paths
check | to | slack [ns] | cells after the start
max | new_card[0] | 0.32 | 1
min | dealer_card[2]$_DFF_PN0_ | 0.36 | 1
max reg2reg | dealer_card[3]$_DFF_PN0_ | 0.94 | 2
min reg2reg | dealer_card[0]$_DFF_PN1_ | 0.49 | 1
max in group asynchronous | dealer_card[0]$_DFF_PN1_ | 1.39 | 1
min in group clk0 | dealer_card[0]$_DFF_PN1_ | 0.49 | 1
## per-stage QoR
| stage | worst slack (ns) | instances | utilization (%) | hold WS [ns] | total power [mW] |
|---|---|---|---|---|---|
| finish | 0.3210 | 69 | 8.864 | 0.3633 | 0.1948 |
| global route | 0.2578 | 69 | 8.864 | 0.3682 | 0.2124 |
| CTS | 0.3076 | 69 | 8.864 | 0.3599 | 0.2010 |
| detailed placement | 0.5685 | 65 | 8.095 | 0.4844 | 0.08569 |
| global placement | 0.5710 | 65 | 8.095 | 0.4773 | 0.08559 |
| floorplan | 0.9973 | 14 | - | 0.1044 | 0.08245 |
## metal layers
metal  up-vias  track usage, %  wire length (µm)
met4         0          0.1761                 0
met3         0           2.045                84
met2         9           1.364               108
met1        68           2.470               255
met5         -               0                 0
li1         68               -                 -
## placed cells by master (no fill, tap or decap)
cell                              netlist  routed
sky130_fd_sc_hd__clkdlybuf4s50_1        0       5
sky130_fd_sc_hd__clkbuf_4               0       3
sky130_fd_sc_hd__dfrtp_1                3       3
sky130_fd_sc_hd__o21ai_0                2       2
sky130_fd_sc_hd__nor2b_1                2       2
sky130_fd_sc_hd__nand2_1                2       2
sky130_fd_sc_hd__a22o_2                 1       1
sky130_fd_sc_hd__a21oi_1                1       1
sky130_fd_sc_hd__mux2_2                 1       1
sky130_fd_sc_hd__mux2_1                 1       1
sky130_fd_sc_hd__clkbuf_1               0       1
sky130_fd_sc_hd__dfstp_2                1       1
## power groups by stage
stage	combinational, mW	sequential, mW	clock, mW
5_1_grt	0.00367	0.0812	0.128
4_1_cts	0.00331	0.0814	0.116
6_report	0.00320	0.0814	0.110
## Yosys cell counts
library cell              instances
sky130_fd_sc_hd__dfrtp_1          3
sky130_fd_sc_hd__mux2_1           1
sky130_fd_sc_hd__dfstp_2          1
sky130_fd_sc_hd__nand2_1          2
sky130_fd_sc_hd__a22o_2           1
sky130_fd_sc_hd__mux2_2           1
sky130_fd_sc_hd__a21oi_1          1
sky130_fd_sc_hd__o21ai_0          2
sky130_fd_sc_hd__nor2b_1          2
Power and IR drop assume default switching activity.
