File: design/flow/config.mk
export PLATFORM = sky130hd
export DESIGN_NAME = card7seg
export DESIGN_NICKNAME = card7seg
export VERILOG_FILES = /design/flow/design.v
export SDC_FILE = /design/flow/constraint.sdc
export NUM_CORES = 4
export LEC_CHECK = 1
export CORE_AREA = 10 10 70 70
export DIE_AREA = 0 0 80 80
File: design/flow/constraint.sdc
current_design card7seg

set clk_period 1.4
set clk_io_pct 0.2

create_clock -name clk0 -period $clk_period

set non_clock_inputs [all_inputs -no_clocks]
set_input_delay [expr $clk_period * $clk_io_pct] -clock clk0 $non_clock_inputs
set_output_delay [expr $clk_period * $clk_io_pct] -clock clk0 [all_outputs]
File: design/flow/design.v
module card7seg(input [3:0] SW, output[6:0] HEX0);
logic [7:0] hex;
assign HEX0 = hex;
always_comb
begin
	case (SW)
	4'b0001: hex = 7'b0001000;
	4'b0010: hex = 7'b0100100;
	4'b0011: hex = 7'b0110000;
	4'b0100: hex = 7'b0011001;
	4'b0101: hex = 7'b0010010;
	4'b0110: hex = 7'b0000010;
	4'b0111: hex = 7'b1111000;
	4'b1000: hex = 7'b0000000;
	4'b1001: hex = 7'b0010000;
	4'b1010: hex = 7'b1000000;
	4'b1011: hex = 7'b1110001;
	4'b1100: hex = 7'b0011000;
	4'b1101: hex = 7'b0001001;
	default: hex = 7'b1111111;
	endcase
end	
endmodule
File: design/flow/run.sh
#!/bin/bash
# OpenROAD 26Q1-2900-gdf79404cd8, Yosys 0.63+post, stock flow scripts
make -C /OpenROAD-flow-scripts/flow DESIGN_CONFIG=/design/flow/config.mk WORK_HOME=/design/flow/orfs finish
==> results.cfg <==
; physical design summary
[outcome]
status = complete, but fails checks
violations = negative setup slack

[setup_path]
cp-end-kind = output pin
cp_slowest_stage_delay_ns = 0.26
crit_top_cell = buf_6
path_class = input pin to output pin
critical-path-slowest-cell = mux2_4
crit_fanout = 2
critPathLaunchType = input pin
crit_chain = buf_8 > buf_6 > ha_4 > nor2_4 > a21oi_2 > mux2_4 > buf_6
critPathRequiredTime_ns = 1.12
crit_arrival_ns = 1.15

[logic_synthesis]
yosys.area.top_type = ha_1
ys.warnings.count = 1
top_cell_area_share = 0.308
synth.most_common_cell = ha_1
yosys.cell_types.count = 18
synthTopCellsByCount = ha_1, nand2_1, o21ai_0
ys_top_cells_by_area = ha_1, mux2i_1, o21ai_0
syn_area_um2 = 244
yosysChipArea_um2 = 244
synth_area_per_cell_um2 = 7.62
ys_seq_share = 0
yosys_cells = 32
synthCells = 32

[route]
firstDrtPassIters = 2
vias_per_cell = 3.13
routed_wirelength_um = 886
drt_iter0_markers = 10
wl_per_cell_um = 8.69
antenna_left = 0
drcViolationCount = 0
vias = 319
antenna-diode-count = 0

[timing]
worst_slack_ns = -0.0350
period_minus_slack_ns = 1.43
tightest_slew_ns = 0.184
slew_headroom = 0.877
hold_violations = 0
setup_viol = 1
slew_viol_final = 0
fmax_mhz = 697
finalCritPeriodShare = 1.02
rsz0062_at_grt = yes
tns_ns = -0.0350

[cells_and_area]
seq_cells = 0
utilization = 0.178
layout.area.comb_um2 = 308
synthToLayoutAreaGrowth_pct = 149
seq_area_um2 = 0
drive_gt1_frac = 0.679
clock_buffers = 0
fillers = 371

[placement]
dp_slack_ns = -0.880
gp_congestion = 0.684
post-dp-hpwl_um = 685
io_buffers = 11

[grt]
grt_pass1_vias = 350
grt_pass1_wl_mm = 1.54
grt_max_degree = 6
track_usage = 0.0277
grt_antenna_before_repair = 0
overflow = 0

[floorplan]
chip_area_mm2 = 0.00640
io-pin-count = 11
num_rows = 21
initCoreUtil = 0.0714
die_x_um = 80
core_area_mm2 = 0.00342
die_h_um = 80

[power_and_ir_drop]
internal_power_mw = 0.0983
seq_power_share = 0
p_comb_frac = 1.000
p_leak_nw = 0.267
vdd_drop_max_v = 0.0000448
switching_share = 0.405
clkPwrFrac = 0
netSwitchingPower_mw = 0.0669
pwr_density_cell_mw_per_mm2 = 272

[flow_run]
cap_violations = 0
warnings = 39

[min_path]
hold_path_class = input pin to output pin
[repair_timing]
item	CTS	global route
gates resized	63	4
setup buffers	5	0
setup endpoints to repair	7	6
pin swaps	8	1
hold buffers	0	0
[layout make-up]
| class | count | area share |
|---|---|---|
| inverters | 3 | 0.0227 |
| multi-input cells | 27 | 0.507 |
| well taps | 46 | 0.0948 |
| repair buffers | 26 | 0.375 |
[layer usage]
metal / routed length (µm) / global-route usage / vias up
met5: 0 / 0 / -
met4: 0 / 0.00176 / 0
met3: 65 / 0.00795 / 0
met2: 460 / 0.0522 / 7
met1: 360 / 0.0310 / 150
li1: - / - / 162
[layout by cell type, fill, tap and decap left out, types with 2 or more instances in the layout]
master,n
inv_2,2
nand2_1,3
o21ai_1,3
buf_2,6
ha_4,5
o31ai_1,2
buf_6,9
mux2i_1,2
buf_4,8
[worst paths after layout]
| check | startpoint | to | slack, ns | cells past startpoint |
|---|---|---|---|---|
| worst max-delay path | SW[1] | HEX0[0] | -0.03 | 7 |
| worst min-delay path | SW[2] | HEX0[4] | 1.02 | 4 |
[logic make-up after synthesis]
family,Yosys count,synth area share
compound gates,10,0.282
fa+ha+maj,6,0.308
buf+inv,5,0.133
mux,3,0.128
simple gates,8,0.149
[critical path: cells and delay by family]
kind	cells	cell delay [ns]
buffers and inverters	3	0.32
muxes	1	0.26
and+or+nand+nor	1	0.10
adders and majority gates	1	0.16
AOI/OAI and AO/OA	1	0.04
[stage by stage]
| stage | std cells | power (mW) | hold slack, ns | cell area [µm²] |
|---|---|---|---|---|
| 6_report | 102 | 0.165 | 1.02 | 607 |
| 5_1_grt | 102 | 0.183 | 1.05 | 607 |
| 3_3_place_gp | 97 | 0.127 | 1.68 | 468 |
| 2_1_floorplan | 32 | 0.0483 | 0.594 | 244 |
| 4_1_cts | 102 | 0.155 | 0.994 | 584 |
| 3_5_place_dp | 97 | 0.127 | 1.68 | 468 |
[power by group through the flow]
stage	logic (mW)	registers (mW)	clock network, mW
6_report	0.165	0	0
5_1_grt	0.183	0	0
4_1_cts	0.155	0	0
Power and IR drop assume default switching activity.
